## ./design.v

```verilog
module vendingmachine(
  input clk,
  input rst,
  input logic nick_i,
  input logic dime_i,
  input logic quar_i,
  output logic soda_o,
  output logic [2:0] chan_o
  );
  parameter State_0=4'b0000;  
  parameter State_1=4'b0001;  
  parameter State_2=4'b0010;  
  parameter State_3=4'b0011;  
  parameter State_4=4'b0100;  
  parameter State_5=4'b0101;  
  parameter State_6=4'b0110;  
  parameter State_7=4'b0111;  
  parameter State_8=4'b1000;  
  logic [3:0] curr_state;
  logic [3:0] next_state;
  always@(posedge clk)
  begin
    if (rst)
      begin
          curr_state=4'b0000;
          next_state=4'b0000;
      end
    else
      begin
        curr_state = next_state;
        case (curr_state)
          State_0:  
            begin
              if(nick_i)      begin next_state = State_1; end
              else if(dime_i) begin next_state = State_2; end
              else if(quar_i) begin next_state = State_5; end
              else            begin next_state = State_0; end
            soda_o <= 1'b0;
            chan_o <= 3'b000;
            end
          State_1:  
            begin
              if(nick_i)      begin next_state = State_2; end
              else if(dime_i) begin next_state = State_3; end
              else if(quar_i) begin next_state = State_6; end
              else            begin next_state = State_1; end
            soda_o <= 1'b0;
            chan_o <= 3'b000;
            end
          State_2:  
            begin
              if(nick_i)        begin next_state = State_3; end
              else if(dime_i)   begin next_state = State_4; end
              else if(quar_i)   begin next_state = State_7; end
              else              begin next_state = State_2; end
            soda_o <= 1'b0;
            chan_o <= 3'b000;
            end
          State_3:  
            begin
              if(nick_i)       begin next_state = State_4; end
              else if(dime_i)  begin next_state = State_5; end
              else if(quar_i)  begin next_state = State_8; end
              else             begin next_state = State_3; end
            soda_o <= 1'b0;
            chan_o <= 3'b000;
            end
          State_4:  
            begin
              if(nick_i)        begin next_state = State_1; end
              else if(dime_i)   begin next_state = State_2; end
              else if(quar_i)   begin next_state = State_5; end
              else              begin next_state = State_0; end
            soda_o <= 1'b1;
            chan_o <= 3'b000;
            end
          State_5: 
            begin
              if(nick_i)      begin next_state = State_1; end
              else if(dime_i) begin next_state = State_2; end
              else if(quar_i) begin next_state = State_5; end
              else            begin next_state = State_0; end 
            soda_o <= 1'b1;
            chan_o <= 3'b001;
            end
          State_6: 
            begin
              if(nick_i)      begin next_state = State_1; end
              else if(dime_i) begin next_state = State_2; end
              else if(quar_i) begin next_state = State_5; end
              else            begin next_state = State_0; end
            soda_o <= 1'b1;
            chan_o <= 3'b010;
            end
          State_7: 
            begin
              if(nick_i)      begin next_state = State_1; end
              else if(dime_i) begin next_state = State_2; end
              else if(quar_i) begin next_state = State_5; end
              else            begin next_state = State_0; end
            soda_o <= 1'b1;
            chan_o <= 3'b011;
            end
          State_8: 
            begin
              if(nick_i)      begin next_state = State_1;end 
              else if(dime_i) begin next_state = State_2;end
              else if(quar_i) begin next_state = State_5;end
              else            begin next_state = State_0;end 
            soda_o <= 1'b1;
            chan_o <= 3'b100;
            end
        endcase
      end
  end
endmodule : vendingmachine
```

## ./run.sh

```bash
#!/bin/bash
# OpenROAD 26Q1-2900-gdf79404cd8, Yosys 0.63+post, stock flow scripts
make -C /OpenROAD-flow-scripts/flow DESIGN_CONFIG=/design/flow/config.mk WORK_HOME=/design/flow/orfs finish
```

## ./config.mk

```make
export PLATFORM = sky130hd
export DESIGN_NAME = vendingmachine
export DESIGN_NICKNAME = vendingmachine
export VERILOG_FILES = /design/flow/design.v
export SDC_FILE = /design/flow/constraint.sdc
export NUM_CORES = 4
export LEC_CHECK = 1
export CORE_AREA = 10 10 70 70
export DIE_AREA = 0 0 80 80
```

## ./constraint.sdc

```tcl
current_design vendingmachine

set clk_period 2.9
set clk_io_pct 0.2

create_clock -name clk0 -period $clk_period [get_ports {clk}]

set non_clock_inputs [all_inputs -no_clocks]
set_input_delay [expr $clk_period * $clk_io_pct] -clock clk0 $non_clock_inputs
set_output_delay [expr $clk_period * $clk_io_pct] -clock clk0 [all_outputs]
```

==> reports/metrics.json <==
{
  "layout.cell_area.non_filler": {"value": 664, "unit": "sq um"},
  "postSynthCellCount": {"value": 48},
  "top_level_ports": {"value": 9},
  "clkSinkCount": {"value": 13},
  "1st_pass_router_iterations": {"value": 4},
  "final.min_clock_period": {"value": 1640, "unit": "ps"},
  "critical_path_buf_inv_count": {"value": 1},
  "drt-wirelength-per-cell": {"value": 8.97, "unit": "um"},
  "crit_path_cell_trace": {"value": "clkdlybuf4s50_1"},
  "worst_ep_required_time": {"value": 2320, "unit": "ps"},
  "grt_antenna_before_repair": {"value": 0},
  "tightest_slew": {"value": 346, "unit": "ps"},
  "tritoncts": {"value": "done"},
  "final_hold_viol_count": {"value": 0},
  "clk_path_buf_depth": {"value": 2},
  "synth_flops": {"value": 13},
  "top_cell": {"value": "sky130_fd_sc_hd__dfxtp_1"},
  "die-width": {"value": 80, "unit": "um"},
  "fp.dieH": {"value": 80, "unit": "um"},
  "critical_path.reg2reg.startpoint": {"value": "next_state[4]$_DFF_P_"},
  "timing.rr.end": {"value": "chan_o[1]$_DFFE_PP_"},
  "synth_largest_type_area_fraction": {"value": 0.351},
  "finalMaxSlewViolations": {"value": 0},
  "ctsHoldBuffers": {"value": 0},
  "pwr-share-seq": {"value": 0.578},
  "cts.repair_timing.setup_buffer_count": {"value": 0},
  "port-buffer-count": {"value": 8},
  "routed_wl": {"value": 924, "unit": "um"},
  "fin_util": {"value": 0.195},
  "avgViaCountPerCell": {"value": 3.63},
  "layout-drive-gt1-share": {"value": 0.123},
  "max_freq": {"value": 611, "unit": "MHz"},
  "setup_tns": {"value": 0, "unit": "ps"},
  "syn_avg_cell_area": {"value": 10.7, "unit": "sq um"},
  "grt_setup_unrepaired": {"value": "no"},
  "grt_first_pass_wirelength": {"value": 1570, "unit": "um"},
  "path_clk_slew": {"value": 70, "unit": "ps"},
  "holdPathStages": {"value": 0},
  "ys_warn_count": {"value": 1},
  "synth_sequential_area_ratio": {"value": 0.585},
  "ant_nets": {"value": 0},
  "worst_case_hold_path_end_point": {"value": "chan_o[2]$_DFFE_PP_"},
  "drc_errors": {"value": 0},
  "first_global_vias": {"value": 358},
  "internal-power": {"value": 271, "unit": "uW"},
  "cts-root-buf": {"value": "sky130_fd_sc_hd__clkbuf_4"},
  "share_comb_of_total_power": {"value": 0.109},
  "die-area": {"value": 6400, "unit": "sq um"},
  "slack_of_the_worst_reg_to_reg_path": {"value": 1480, "unit": "ps"},
  "final.period_utilization": {"value": 0.564},
  "cellPowerDensity": {"value": 524, "unit": "nW/um^2"},
  "timing_worst_setup_path_type": {"value": "register to output pin"},
  "syn2layout_area_growth": {"value": 29.5, "unit": "%"},
  "detailedPlace.worstSlack": {"value": 1020, "unit": "ps"},
  "worst_voltage_drop_across_the_vdd_grid": {"value": 0.149, "unit": "mV"},
  "vias": {"value": 374},
  "timing.critical_path.from_type": {"value": "register"},
  "grt_start_max_net_pins": {"value": 11},
  "enable_flop_cells": {"value": 4},
  "fraction_of_synthesis_flops_using_an_asynchronous_set_or_reset_pin": {"value": 0},
  "p_clk_frac": {"value": 0.312},
  "max_cap_violations": {"value": 0},
  "fp-row-count": {"value": 21},
  "relSlewSlack": {"value": 0.769},
  "ys_chip_area": {"value": 513, "unit": "sq um"},
  "biggest_fanout_along_the_worst_timing_path": {"value": 1},
  "overflow": {"value": 0},
  "hp-class": {"value": "register to register"},
  "global_route.usage.total": {"value": 0.0299},
  "cp_top_family": {"value": "buffers and inverters"},
  "routabilityCongestion": {"value": 0.813},
  "openroad_warning_count": {"value": 25},
  "yosys_cell_count": {"value": 48},
  "synthFlopType": {"value": "sky130_fd_sc_hd__dfxtp_1"},
  "tritoncts.num_buffers": {"value": 3},
  "placed_cell_area": {"value": 638, "unit": "sq um"},
  "synth.top_cells.by_area": {"value": "sky130_fd_sc_hd__dfxtp_1 35%, sky130_fd_sc_hd__edfxtp_1 23%, sky130_fd_sc_hd__and2_1 3.7%, sky130_fd_sc_hd__a21oi_1 2.9%, sky130_fd_sc_hd__nor4b_2 2.9%"},
  "detail_route.iter0.violations": {"value": 31},
  "switchingPower": {"value": 77.5, "unit": "uW"},
  "power.switching_fraction": {"value": 0.223},
  "slowest_stage": {"value": "sky130_fd_sc_hd__clkdlybuf4s50_1"},
  "insertedDiodeCount": {"value": 0},
  "top_area_cell": {"value": "sky130_fd_sc_hd__dfxtp_1"},
  "placeableCoreArea": {"value": 3420, "unit": "sq um"},
  "power.static_leakage": {"value": 0.000233, "unit": "uW"},
  "place.detailed.hpwl": {"value": 688, "unit": "um"},
  "report.power.total": {"value": 348, "unit": "uW"},
  "htreeDepth": {"value": 1},
  "yosysUniqueCellTypes": {"value": 24},
  "clkLatencyLatePin": {"value": 270, "unit": "ps"},
  "number_of_cell_instances_on_the_worst_register_to_register_path": {"value": 3},
  "synth_area": {"value": 513, "unit": "sq um"},
  "run_status": {"value": "finished clean"},
  "crit_startpoint": {"value": "chan_o[0]$_DFFE_PP_"},
  "ctsResizeCount": {"value": 0},
  "floorplanUtilization": {"value": 0.150},
  "cpPeakStageDelay": {"value": 460, "unit": "ps"},
  "critical_path_arrival": {"value": 1060, "unit": "ps"},
  "worst_clock_skew": {"value": 1.71, "unit": "ps"},
  "synthTopCellsByCount": {"value": "9 x sky130_fd_sc_hd__dfxtp_1, 4 x sky130_fd_sc_hd__edfxtp_1, 3 x sky130_fd_sc_hd__a21oi_1, 3 x sky130_fd_sc_hd__and2_1, 3 x sky130_fd_sc_hd__nor2_1"},
  "hp-start": {"value": "next_state[1]$_DFF_P_"},
  "final-setup-viol-count": {"value": 0},
  "finalWorstSetupSlack": {"value": 1260, "unit": "ps"},
  "critical_path.endpoint_type": {"value": "output pin"}
}
-- how the worst max path moves through the flow --
stage                              endpoint  slack [ps]  cells after the start
final                             chan_o[0]        1260                      1
after global routing  next_state[6]$_DFF_P_        1190                      4
after CTS                         chan_o[0]        1250                      1
-- layer usage --
| layer | vias up | track usage | wire length (um) |
|---|---|---|---|
| li1 | 193 | - | - |
| met1 | 163 | 0.0369 | 401 |
| met2 | 16 | 0.0401 | 377 |
| met3 | 2 | 0.0239 | 134 |
| met4 | 0 | 0.00528 | 11 |
| met5 | - | 0 | 0 |
-- per-stage QoR --
stage	std cells	hold slack (ps)
after floorplan	48	470
after global placement	99	444
after detailed placement	99	453
after CTS	103	471
after global routing	103	487
final	103	468
-- worst register-to-register path: stages, from the launching register on --
cell                      delay (ps)
sky130_fd_sc_hd__dfxtp_1         320
sky130_fd_sc_hd__or4_4           540
sky130_fd_sc_hd__nor2_4          160
sky130_fd_sc_hd__a21oi_1         140
-- cell usage in the layout, fill, tap and decap left out, types with 2 or more instances in the layout --
cell type / instances
sky130_fd_sc_hd__a21oi_1: 3
sky130_fd_sc_hd__and2_1: 3
sky130_fd_sc_hd__clkbuf_4: 3
sky130_fd_sc_hd__clkdlybuf4s50_1: 8
sky130_fd_sc_hd__dfxtp_1: 9
sky130_fd_sc_hd__edfxtp_1: 4
sky130_fd_sc_hd__inv_1: 2
sky130_fd_sc_hd__nand2_1: 2
sky130_fd_sc_hd__nand3_1: 2
sky130_fd_sc_hd__nor2_1: 3
sky130_fd_sc_hd__nor2b_1: 2
sky130_fd_sc_hd__nor3_1: 2
sky130_fd_sc_hd__o21ai_1: 2
-- registers in the layout, indices dropped and copies added, names as in the netlist --
| signal | flops |
|---|---|
| soda_o | 1 |
| next_state | 9 |
| chan_o | 3 |
-- power by group through the flow --
stage     Combinational [uW]  Clock, uW  Sequential (uW)
4_1_cts                 38.3        111              202
5_1_grt                 42.1        125              203
6_report                38.1        109              201
-- logic make-up (layout without fill, tap and decap cells) --
group,Yosys count,after routing,synth area share
simple gates,21,21,0.266
compound gates,9,9,0.110
flops,13,13,0.585
buf+inv,5,14,0.0390
-- area by class of cell --
cell class,instances,area [sq um]
fillers,391,2750
flip-flops and latches,13,300
multi-input cells,30,193
repair buffers,8,80.1
well taps,46,57.6
clock buffers,4,26.3
inverters,2,7.51
Power is estimated from default activity; no workload was simulated.
